`flow/run.sh`:
```
#!/bin/bash
# OpenROAD 26Q1-2900-gdf79404cd8, Yosys 0.63+post, stock flow scripts
make -C /OpenROAD-flow-scripts/flow DESIGN_CONFIG=/design/flow/config.mk WORK_HOME=/design/flow/orfs finish
```
`flow/config.mk`:
```
export PLATFORM = sky130hd
export DESIGN_NAME = instruction_decoder
export DESIGN_NICKNAME = instruction_decoder
export VERILOG_FILES = /design/flow/design.v
export SDC_FILE = /design/flow/constraint.sdc
export NUM_CORES = 4
export LEC_CHECK = 1
export CORE_AREA = 10 10 133 133
export DIE_AREA = 0 0 143 143
```
`flow/constraint.sdc`:
```
current_design instruction_decoder

set clk_period 6.2
set clk_io_pct 0.2

create_clock -name clk0 -period $clk_period

set non_clock_inputs [all_inputs -no_clocks]
set_input_delay [expr $clk_period * $clk_io_pct] -clock clk0 $non_clock_inputs
set_output_delay [expr $clk_period * $clk_io_pct] -clock clk0 [all_outputs]
```
`flow/design.v`:
```
module instruction_decoder (
    input [6:0] opcode,
    input [4:0] rs1, rs2, rd,
    input [2:0] funct3,
    input [6:0] funct7,
    input [63:0] imm,
    output reg ALU_src, Mem_to_Reg, Reg_Write, Mem_Read, Mem_Write, Branch_en,
    output reg signed [63:0] ValA, ValB,
    output  [6:0] opcode_out, 
    output  [4:0] rs1_out, rs2_out, rd_out, 
    output reg [2:0] funct3_out,
    output reg [6:0] funct7_out,
    output [63:0] imm_out 
);
assign imm_out = imm;
assign opcode_out=opcode;
assign rs1_out=rs1;
assign rs2_out=rs2;
assign rd_out=rd;
    reg [63:0] registers [0:31];  
    integer i;
    initial begin
        for (i = 0; i < 32; i = i + 1) begin
            registers[i] = 64'h0 + i;
        end
    end
    always @(*) begin
        ALU_src = 0; Mem_to_Reg = 0; Reg_Write = 0;
        Mem_Read = 0; Mem_Write = 0; Branch_en = 0;
        ValA = 64'bx;  
        ValB = 64'bx;
        funct3_out = funct3;
        funct7_out = funct7;
        case (opcode)
            7'b0110011: begin  
                Reg_Write = 1;
                ValA = registers[rs1];  
                ValB = registers[rs2];  
            end
            7'b0000011: begin  
                ALU_src = 1;
                Mem_to_Reg = 1;
                Reg_Write = 1;
                Mem_Read = 1;
                ValA = registers[rs1];  
                ValB = imm;  
            end
            7'b0010011: begin  
                Reg_Write = 1;
                ValA = registers[rs1];  
                ValB = imm;   
            end
            7'b0100011: begin  
                ALU_src = 1;
                Mem_Write = 1;
                ValA = registers[rs1];  
                ValB = registers[rs2];  
            end
            7'b1100011: begin  
                Branch_en = 1;
                ValA = registers[rs1];  
                ValB = registers[rs2];  
            end
        endcase
    end
endmodule
```
==> GITHUB_STEP_SUMMARY <==
### Flow metrics

| Metric | Value |
|---|---|
| Startpoint-to-endpoint class of the critical path | in -> out |
| Maximum cell stage delay along the critical path | 0.46 ns |
| Worst setup EP type | output port |
| Crit start category | input port |
| Reported max-cap violation count | 0 |
| Post-DR wirelength/cell | 14.02 microns |
| Die Outline Area | 0.02045 sq mm |
| Internal power of the cells | 133.0 uW |
| Post-Syn Instances | 242 |
| Critical path cell sequence | clkdlybuf4s50_1 -> and4bb_2 -> nand3_4 -> mux2_2 -> clkdlybuf4s50_1 |
| Startpoint of the lowest-slack hold path | funct3[0] |
| Number of setup buffers added after CTS | 0 |
| Flop count | 0 |
| Number of iterations in the first detailed-routing pass | 3 |
| Final wirelength | 7559 microns |
| Wire length of the first global-routing pass | 10110 microns |
| Critical-path cell with the highest stage delay | sky130_fd_sc_hd__mux2_2 |
| Relative contribution of the clock network to total power | 0 |
| Post-DR vias/cell | 2.909 |
| Number of inserted diodes | 0 |
| Last weighted congestion value of the routability-driven placer | 0.7439 |
| Die span in x | 143 microns |
| Chip area estimate from yosys synthesis | 0.001744 sq mm |
| Combined global-route utilization of all metal layers | 0.06112 |
| Number of DRC violations after detailed routing | 0 |
| Floorplan die height | 143 microns |
| Final number of setup-violating endpoints | 0 |
| Number of placement rows | 44 |
| Final cell count without fillers | 539 |
| Largest net degree at the start of global routing | 65 |
| Via count of the routed design | 1568 |
| Area Growth Syn to Fin | 82.07% |
| Via count of the first global-routing pass | 1711 |
| Path class of the lowest-slack min-delay path | in -> out |
| # hold bufs at CTS | 0 |
| Antenna violations before repair | 0 |
| CP bufs+invs | 2 |
| Cell class contributing the biggest share of worst-path delay | buffers and inverters |
| Crit path required time | 4.96 ns |
| CP Max Fanout | 64 |
| Area of the mapped netlist | 0.001744 sq mm |
| Share of post-route cells with drive strength above 1 | 0.01972 |
| Arrival time reported for the critical path endpoint | 3.37 ns |
| Number of standard cells reported by yosys | 242 |
| Switching power of the nets | 33.04 uW |
| Drt first-iter violations | 12 |
| Sequential share of power | 0 |
| LEAKAGE | 0.001244 uW |
| Post-cts resize count | 0 |
| Top cell by count, worst path | sky130_fd_sc_hd__clkdlybuf4s50_1 |
| Actual transition at the worst max-transition pin | 0.5626 ns |
| Power per standard cell area | 52.29 mW/mm^2 |
| Final Critical Period | 4.610 ns |
| CP Launch Point | opcode[2] |
| Fraction of power consumed by combinational cells | 1.000 |
| Max Clock Freq | 216.9 MHz |
| Congestion Overflow GR | 0 |
| Number of input and output port buffers inserted | 222 |
| Stage-log warning count | 32 |
| Register share after synthesis | 0 |
| Antenna-violating nets left | 0 |
| Number of cells after detailed placement | 539 |
| Syn avg cell area | 7.207 sq um |
| Number of primary I/O pins | 326 |
| Count of yosys warnings during synthesis | 1 |
| Setup tns final | 0 ns |
| Starting density of the core | 0.1187 |
| Reg area | 0 sq um |
| Unrepaired setup endpoints after global routing | no |
| Number of distinct library cell variants in the gate-level netlist after synthesis | 16 |
| Core ar. | 0.01470 sq mm |
| Final worst path period share | 0.7436 |
| Final Hold Fails | 0 |
| Total Power Consumption | 166.0 uW |
| Final slew viol count | 0 |
| Clock buffer count in the final layout | 0 |
| Detailed-placement wirelength estimate | 7013 microns |
| Run status | completed |
| Switching share of total power | 0.1990 |
| Worst max-slew margin expressed relative to the limit | 0.6249 |
| Peak VDD IR | 0.01516 mV |
-- final cells by class --
cell class	instances	area [sq um]
fillers	1579	11520
repair buffers	222	2222
multi-input cells	133	723.2
well taps	184	230.2
-- metal layers --
layer  global-route usage  up-vias  part of all wire
met5                    0        -                 0
met4             0.007600        0             0.012
met3              0.03702        7              0.17
met2               0.1124      157              0.51
met1              0.05811      644              0.31
li1                     -      760                 -
-- power groups by stage --
stage	sequential [uW]	combinational (uW)	clock [uW]
4_1_cts	0	172	0
5_1_grt	0	182	0
6_report	0	166	0
-- cells by family (layout without fill, tap and decap cells) --
logic type,Yosys count,in the layout,synth area share
AND/OR/NAND/NOR,69,69,0.2532
buffers and inverters,167,222,0.7102
other,1,59,0.002150
multiplexers,5,5,0.03443
-- final timing paths --
path / slack (ns) / to / depth (start not counted)
worst max-delay path: 1.59 / ValB[3] / 5
worst min-delay path: 2.48 / funct3_out[0] / 0
-- per-stage QoR --
step / util / area (sq um) / hold slack, ns / worst slack (ns)
after floorplan: - / 1962 / 2.493 / 2.853
after global placement: 0.2160 / 3176 / 2.480 / 1.544
after detailed placement: 0.2160 / 3176 / 2.480 / 1.486
after CTS: 0.2160 / 3176 / 2.480 / 1.482
after global routing: 0.2160 / 3176 / 2.480 / 1.392
final: 0.2160 / 3176 / 2.480 / 1.590
-- synthesized netlist by cell type, drive strengths merged, types with 2 or more instances --
master | count | area share
clkbuf | 5 | 0.011
buf | 162 | 0.70
mux2 | 5 | 0.034
and2 | 59 | 0.21
nor2 | 2 | 0.0043
-- layout by cell type, fill, tap and decap left out, drive strengths merged --
| master | instances |
|---|---|
| clkdlybuf4s50 | 222 |
| and2 | 59 |
| conb | 59 |
| mux2 | 5 |
| nor2 | 2 |
| and4bb | 1 |
| nand2b | 1 |
| nor3b | 1 |
| nor2b | 1 |
| and3 | 1 |
| nand2 | 1 |
| nand3 | 1 |
| nor3 | 1 |
No activity file was given, so power comes from the tool's default toggle rates.
