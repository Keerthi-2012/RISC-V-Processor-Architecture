<file path="design/flow/design.v">
`timescale 1ns / 1ps
module idex(
    input wire clk,
    input wire reset,
    input  ALU_src_in, Mem_to_Reg_in, Reg_Write_in, Mem_Read_in, Mem_Write_in, Branch_en_in,
    input [63:0] PC_in,
    input signed [63:0] ValA_in, ValB_in,
    input [63:0] imm_in,
    input [6:0] opcode_in, 
    input  [2:0] funct3_in,
    input  [6:0] funct7_in,
    input [4:0] rd_in,rs1_in,rs2_in, 
    input instr_valid_in,
    output reg instr_valid_out,
    output reg [6:0] opcode_out, 
    output reg ALU_src_out, Mem_to_Reg_out, Reg_Write_out, Mem_Read_out, Mem_Write_out, Branch_en_out,
    output reg [63:0] PC_out,
    output reg signed [63:0] ValA_out, ValB_out,
    output reg [63:0] imm_out,
    output reg [2:0] funct3_out,
    output reg [6:0] funct7_out,
    output reg [4:0] rd_out,rs1_out,rs2_out 
);
    always @(posedge clk or posedge reset) begin
        if (reset) begin
            opcode_out<=7'bx;
            ALU_src_out <= 1'bx;
            Mem_to_Reg_out <= 1'bx;
            Reg_Write_out <= 1'bx;
            Mem_Read_out <= 1'bx;
            Mem_Write_out <= 1'bx;
            Branch_en_out <= 1'bx;
            PC_out      <= 64'bx;
            ValA_out <= 64'bx;
            ValB_out <= 64'bx;
            imm_out     <= 64'bx;
            funct3_out  <= 3'bx;
            funct7_out  <= 7'bx;
            rd_out      <= 5'bx;
            rs1_out      <= 5'bx;
            rs2_out      <= 5'bx;
            instr_valid_out<=1'bx;
        end else begin
            instr_valid_out<=instr_valid_in;
            opcode_out <=opcode_in;
            ALU_src_out <= ALU_src_in;
            Mem_to_Reg_out <= Mem_to_Reg_in;
            Reg_Write_out <= Reg_Write_in;
            Mem_Read_out <=  Mem_Read_in;
            Mem_Write_out <= Mem_Write_in;
            Branch_en_out <= Branch_en_in;
            PC_out      <= PC_in;
            ValA_out <= ValA_in;
            ValB_out <= ValB_in;
            imm_out     <= imm_in;
            funct3_out  <= funct3_in;
            funct7_out  <= funct7_in;
            rd_out      <= rd_in;
            rs1_out      <= rs1_in;
            rs2_out      <= rs2_in;
        end
    end
endmodule
</file>
<file path="design/flow/run.sh">
#!/bin/bash
# OpenROAD 26Q1-2900-gdf79404cd8, Yosys 0.63+post, stock flow scripts
make -C /OpenROAD-flow-scripts/flow DESIGN_CONFIG=/design/flow/config.mk WORK_HOME=/design/flow/orfs finish
</file>
<file path="design/flow/config.mk">
export PLATFORM = sky130hd
export DESIGN_NAME = idex
export DESIGN_NICKNAME = idex
export VERILOG_FILES = /design/flow/design.v
export SDC_FILE = /design/flow/constraint.sdc
export NUM_CORES = 4
export LEC_CHECK = 1
export CORE_AREA = 10 10 302 302
export DIE_AREA = 0 0 312 312
</file>
<file path="design/flow/constraint.sdc">
current_design idex

set clk_period 1.0
set clk_io_pct 0.2

create_clock -name clk0 -period $clk_period [get_ports {clk}]

set non_clock_inputs [all_inputs -no_clocks]
set_input_delay [expr $clk_period * $clk_io_pct] -clock clk0 $non_clock_inputs
set_output_delay [expr $clk_period * $clk_io_pct] -clock clk0 [all_outputs]
</file>
==> Slide: Implementation Results <==
Physical Implementation Snapshot

Finish
  – P&R area growth vs syn: 117.9%
  – Fill cells: between 9,000 and 10,000
  – Share of layout cells above drive strength 1: between 30% and 40%
  – Combinational gate count: 0
  – Comb gate area: 0 sq um
  – Finished Layout Cells: 2,270

Worst setup path
  – Worst Path Arrival: about 1.1 ns
  – CP max-delay cell: dfrtp_1
  – Crit Path Class: reg2out
  – Critical path launch point type: register
  – WP depth: 1
  – Crit path buf inv count: 1
  – Worst endpoint required time: ~0.8 ns
  – CP max stage delay: ~0.4 ns
  – CP Capture Type: primary output
  – Crit path max fanout: 1
  – Crit path cell chain: buf_2
  – Crit path max-delay family: flip-flops

Run
  – Tool warnings: 28
  – Max-cap violations: 0

Drt
  – DR WL/cell: 15.13 microns
  – ANT nets after route: 0
  – Initial DRC count: ~120
  – DRT Pass-1 Iters: 4
  – # diodes: 0
  – Final wirelength: approximately 34 mm
  – Via Count: around 5,800
  – Vias/cell: 2.561
  – # DRC: 0

Synthesis
  – Post-Syn Area: roughly 7400 sq um
  – YS warnings: 1
  – Yosys Instances: roughly 300
  – Cell Type Count: 2
  – Synth top area share: between 90% and 100%
  – Yosys reg bits: ~300
  – Top cells, area: dfrtp_1 (100%), inv_1 (0.051%)
  – Avg Inst Size Synth: around 25 sq um
  – Mapped Cells: approximately 300
  – Yosys top cell by area: dfrtp_1
  – Yosys stat area: 7386 sq um
  – Synth Seq Share: roughly 100%

Clocking
  – H-tree lvl count: 1
  – CTS tree: yes
  – CTS max path bufs: 3
  – Root buf cell: clkbuf_16
  – Clock Sinks: around 300
  – TritonCTS buffer count: 31
  – Clock transition at path regs: approximately 0.06 ns

Floorplan
  – Die y size: 312 microns
  – Die X: ~310 microns
  – Die ar.: ~100,000 sq um
  – Core area: ~85,000 sq um
  – Std-Cell Rows: ~110
  – Top-level I/O count: just under 600
  – Fp util: around 8.7%

Placed design
  – Inst Count DP: 2,064
  – Port bufs: between 500 and 600
  – GP Congestion: between 0.8 and 0.9
  – Hpwl dp: approximately 27 mm

GRT
  – Global-route wire length before repair: about 50 mm
  – Vias in the first global route: just over 7,000
  – Largest net degree at the start of global routing: 24
  – Gr usage total: about 7%
  – GRT overflow: 0
  – Initial antenna violation count: 16

Timing
  – Unrepaired setup endpoints after global routing: true
  – Tcrit/Tclk final: 132.3%
  – Tmin final: approximately 1.3 ns
  – Max-Slew Margin vs Limit: 80.49%
  – F_max: approximately 0.76 GHz
  – Final tally of setup violations: between 200 and 300
  – Pins Over Slew Limit: 0
  – Setup_tns: -76.91 ns
  – PnR worst setup slack: -0.3229 ns
  – Hold Vio Cnt, Final: 0
  – Worst-Margin Slew: between 0.2 and 0.3 ns

Power
  – Leakage: 7.063 nW
  – Cell area power density: 1653 nW/um^2
  – Max rail drop VDD: ~1400 uV

Run status
  – Failing checks: negative setup slack
  – Status: finished with violations

Worst hold path
  – Min-Delay Path Depth: 1
  – Hold WC Path Type: in2reg
==> timing repair <==
| action | 4_1_cts | 5_1_grt |
|---|---|---|
| hold buffers | 150 | 0 |
| endpoints found under the setup margin | 295 | 295 |
| cloned | 0 | 0 |
| buffers inserted | 0 | 0 |
| resized | 969 | 0 |
| endpoints found under the hold margin | 150 | 0 |
==> metrics by stage <==
step	setup WS (ns)	total power, W	cell area, sq um	hold WS [ns]	utilization, %
after floorplan	-3.117	0.01293	7390	0.2314	-
after global placement	-0.2024	0.01576	15040	0.6443	17.72
after detailed placement	-0.1862	0.01576	15040	0.6482	17.72
after CTS	-0.3775	0.02717	16090	0.00008260	18.96
after global routing	-0.3634	0.02778	16090	0.01411	18.96
final	-0.3229	0.02661	16090	0.05176	18.96
==> logic make-up after synthesis <==
| family | after synthesis | share of synthesized area, % |
|---|---|---|
| buffers and inverters | 1 | 0.05077 |
| flip-flops | 295 | 99.95 |
==> cells in the mapped netlist <==
master     n
inv_1      1
dfrtp_1  295
==> metal layers <==
layer / share of wire [%] / track usage (%) / vias up
li1: - / - / 2534
met1: 36 / 7.679 / 2746
met2: 46 / 11.10 / 452
met3: 15 / 4.291 / 61
met4: 2.8 / 1.577 / 20
met5: 0.40 / 0 / -
==> worst paths after layout <==
path,startpoint,endpoint
min in group asynchronous,reset,ValA_out[29]
setup / recovery,Branch_en_out,Branch_en_out
max in group asynchronous,reset,PC_out[18]
hold / removal,ValA_in[35],ValA_out[35]
==> state kept, by name, summed over array words and instances (netlist names), 3 cells and up <==
register	flops
funct7_out	7
imm_out	64
PC_out	64
funct3_out	3
rs1_out	5
rs2_out	5
ValA_out	64
rd_out	5
ValB_out	64
opcode_out	7
==> area by class of cell <==
cell class            instances  area [sq um]  share of cell area, %
Inverter                      1         7.507                0.04665
Sequential cell             295          7382                  45.87
Clock inverter               11         101.3                 0.6297
Timing Repair Buffer        774          6254                  38.86
Tap cell                   1144          1431                  8.894
Clock buffer                 45         918.4                  5.706
==> power by group <==
group          total, W  internal [W]  leakage, nW  switching (W)
clock            0.0112       0.00660        0.498        0.00463
combinational   0.00269       0.00188         3.13       0.000804
sequential       0.0127        0.0125         3.44       0.000159
==> cells in the final DEF, fill, tap and decap left out <==
cell type        netlist  final
clkinv_4               0      1
clkbuf_16              0     31
clkinvlp_4             0      4
dlygate4sd3_1          0    150
buf_12                 0      5
clkdlybuf4s50_1        0    296
inv_8                  0      1
clkinv_2               0      4
buf_4                  0     29
clkbuf_8               0      9
clkbuf_1               0      5
dfrtp_1              295    295
inv_6                  0      1
bufinv_16              0      1
buf_2                  0    294
No activity file was given, so power comes from the tool's default toggle rates.
